[config.mk]
export PLATFORM = sky130hd
export DESIGN_NAME = TopModule
export DESIGN_NICKNAME = TopModule
export VERILOG_FILES = /design/flow/design.v
export SDC_FILE = /design/flow/constraint.sdc
export NUM_CORES = 4
export LEC_CHECK = 1
export CORE_UTILIZATION = 30
[constraint.sdc]
current_design TopModule

set clk_period 34.4
set clk_io_pct 0.2

create_clock -name clk0 -period $clk_period [get_ports {clock}]

set non_clock_inputs [all_inputs -no_clocks]
set_input_delay [expr $clk_period * $clk_io_pct] -clock clk0 $non_clock_inputs
set_output_delay [expr $clk_period * $clk_io_pct] -clock clk0 [all_outputs]
[design.v]
module CORDIC_Vector(input clock,
    input signed [31:0] x,
    input signed [31:0] y,
    input signed [31:0] angle,
    input [1:0] mode,
    output wire signed [31:0] rotated_x,
    output wire signed [31:0] rotated_y,
    output wire signed [31:0] final_angle);
parameter NUMBER_OF_ITERATIONS = 17;
wire signed [31:0] x_prime [0:NUMBER_OF_ITERATIONS-1];
wire signed [31:0] y_prime [0:NUMBER_OF_ITERATIONS-1];
wire signed [31:0] x_start, y_start,angle_start;
wire signed [31:0] rotated_angles [0:NUMBER_OF_ITERATIONS-1];
Quadrant_Corrector qc(.x(x) , .y(y) , .angle(angle) , .x_out(x_start) , .y_out(y_start) , .angle_out(angle_start));
begin
  assign  x_prime[0] = x_start;
  assign  y_prime[0] = y_start;
  assign rotated_angles[0] = angle_start;
end
genvar i;
generate
for (i=0;i<NUMBER_OF_ITERATIONS;i=i+1)
begin: iterations
	    wire signed [31:0] xshift, yshift , lta;
        assign xshift = x_prime[i] >>> i;  
        assign yshift = y_prime[i] >>> i;
        assign lta = Lookup(i , mode);
        X_Calculator xc(.x(x_prime[i]) , .y(y_prime[i]) , .angle(rotated_angles[i])
        , .mode (mode) , .y_shift(yshift) , .clock(clock) , .x_out(x_prime[i+1]));
        Y_Calculator yc(.y(y_prime[i]), .x_shift(xshift) , .clock(clock) , .y_out(y_prime[i+1]));
        Z_Calculator zc(.angle(rotated_angles[i]) ,.y(y_prime[i]), .lookup_table_amount(lta) , .clock(clock) ,
         .angle_out(rotated_angles[i+1]));
end
endgenerate
wire [31:0] scaled_x , scaled_y;
Scaler scaler(.number(x_prime[NUMBER_OF_ITERATIONS-1]) , .mode(mode) , .answer(scaled_x));
Scaler scaler2(.number(y_prime[NUMBER_OF_ITERATIONS-1]) , .mode(mode) , .answer(scaled_y));
assign rotated_x = scaled_x;
assign rotated_y = scaled_y;
assign final_angle = rotated_angles[NUMBER_OF_ITERATIONS-1];
 function [31:0] Lookup;
    input [4:0] index; input [1:0] mode;
     begin : funcbody
    reg [31:0] atan_table [0:31];
    reg [31:0] atanh_table [0:31];
    reg [31:0] lin_table [0:31];
     atan_table[0] 	= 32'b00010000000000000000000000000000;
     atan_table[1] 	= 32'b00001001011100100000001010001111;
     atan_table[2] 	= 32'b00000100111111011001110000101110;
     atan_table[3] 	= 32'b00000010100010001000100011101010;
     atan_table[4] 	= 32'b00000001010001011000011010100010;
     atan_table[5] 	= 32'b00000000101000101110101111110001;
     atan_table[6] 	= 32'b00000000010100010111101100001111;
     atan_table[7] 	= 32'b00000000001010001011111000101011;
     atan_table[8] 	= 32'b00000000000101000101111100101010;
     atan_table[9] 	= 32'b00000000000010100010111110010111;
     atan_table[10] 	= 32'b00000000000001010001011111001100;
     atan_table[11] 	= 32'b00000000000000101000101111100110;
     atan_table[12] 	= 32'b00000000000000010100010111110011;
     atan_table[13] 	= 32'b00000000000000001010001011111010;
     atan_table[14] 	= 32'b00000000000000000101000101111101;
     atan_table[15] 	= 32'b00000000000000000010100010111110;
     atan_table[16] 	= 32'b00000000000000000001010001011111;
     atan_table[17] 	= 32'b00000000000000000000101000110000;
     atan_table[18] 	= 32'b00000000000000000000010100011000;
     atan_table[19] 	= 32'b00000000000000000000001010001100;
     atan_table[20] 	= 32'b00000000000000000000000101000110;
     atan_table[21] 	= 32'b00000000000000000000000010100011;
     atan_table[22] 	= 32'b00000000000000000000000001010001;
     atan_table[23] 	= 32'b00000000000000000000000000101001;
     atan_table[24] 	= 32'b00000000000000000000000000010100;
     atan_table[25] 	= 32'b00000000000000000000000000001010;
     atan_table[26] 	= 32'b00000000000000000000000000000101;
     atan_table[27] 	= 32'b00000000000000000000000000000011;
     atan_table[28] 	= 32'b00000000000000000000000000000001;
     atan_table[29] 	= 32'b00000000000000000000000000000001;
     atan_table[30] 	= 32'b00000000000000000000000000000000;
     atan_table[31] 	= 32'b00000000000000000000000000000000;
 		atanh_table[0] = 32'b01000110010011111010100111101011;
		atanh_table[1] = 32'b00100000101100010101110111110101;
		atanh_table[2] = 32'b00010000000101011000100100011101;
		atanh_table[3] = 32'b00001000000000101010110001000101;
		atanh_table[4] = 32'b00001000000000101010110001000101;
		atanh_table[5] = 32'b00000100000000000101010101100010;
		atanh_table[6] = 32'b00000010000000000000101010101011;
		atanh_table[7] = 32'b00000001000000000000000101010101;
		atanh_table[8] = 32'b00000000100000000000000000101011;
		atanh_table[9] = 32'b00000000010000000000000000000101;
		atanh_table[10] = 32'b00000000001000000000000000000001;
		atanh_table[11] = 32'b00000000000100000000000000000000;
		atanh_table[12] = 32'b00000000000010000000000000000000;
		atanh_table[13] = 32'b00000000000001000000000000000000;
		atanh_table[14] = 32'b00000000000001000000000000000000;
		atanh_table[15] = 32'b00000000000000100000000000000000;
		atanh_table[16] = 32'b00000000000000010000000000000000;
		atanh_table[17] = 32'b00000000000000001000000000000000;
		atanh_table[18] = 32'b00000000000000000100000000000000;
		atanh_table[19] = 32'b00000000000000000010000000000000;
		atanh_table[20] = 32'b00000000000000000001000000000000;
		atanh_table[21] = 32'b00000000000000000000100000000000;
		atanh_table[22] = 32'b00000000000000000000010000000000;
		atanh_table[23] = 32'b00000000000000000000001000000000;
		atanh_table[24] = 32'b00000000000000000000000100000000;
		atanh_table[25] = 32'b00000000000000000000000010000000;
		atanh_table[26] = 32'b00000000000000000000000001000000;
		atanh_table[27] = 32'b00000000000000000000000000100000;
		atanh_table[28] = 32'b00000000000000000000000000010000;
		atanh_table[29] = 32'b00000000000000000000000000001000;
		atanh_table[30] = 32'b00000000000000000000000000000100;
		atanh_table[31] = 32'b00000000000000000000000000000010;
     lin_table[0] 	= 32'b10000000000000000000000000000000;
     lin_table[1] 	= 32'b01000000000000000000000000000000;
     lin_table[2] 	= 32'b00100000000000000000000000000000;
     lin_table[3] 	= 32'b00010000000000000000000000000000;
     lin_table[4] 	= 32'b00001000000000000000000000000000;
     lin_table[5] 	= 32'b00000100000000000000000000000000;
     lin_table[6] 	= 32'b00000010000000000000000000000000;
     lin_table[7] 	= 32'b00000001000000000000000000000000;
     lin_table[8] 	= 32'b00000000100000000000000000000000;
     lin_table[9] 	= 32'b00000000010000000000000000000000;
     lin_table[10] 	= 32'b00000000001000000000000000000000;
     lin_table[11] 	= 32'b00000000000100000000000000000000;
     lin_table[12] 	= 32'b00000000000010000000000000000000;
     lin_table[13] 	= 32'b00000000000001000000000000000000;
     lin_table[14] 	= 32'b00000000000000100000000000000000;
     lin_table[15] 	= 32'b00000000000000010000000000000000;
     lin_table[16] 	= 32'b00000000000000001000000000000000;
     lin_table[17] 	= 32'b00000000000000000100000000000000;
     lin_table[18] 	= 32'b00000000000000000010000000000000;
     lin_table[19] 	= 32'b00000000000000000001000000000000;
     lin_table[20] 	= 32'b00000000000000000000100000000000;
     lin_table[21] 	= 32'b00000000000000000000010000000000;
     lin_table[22] 	= 32'b00000000000000000000001000000000;
     lin_table[23] 	= 32'b00000000000000000000000100000000;
     lin_table[24] 	= 32'b00000000000000000000000010000000;
     lin_table[25] 	= 32'b00000000000000000000000001000000;
     lin_table[26] 	= 32'b00000000000000000000000000100000;
     lin_table[27] 	= 32'b00000000000000000000000000010000;
     lin_table[28] 	= 32'b00000000000000000000000000001000;
     lin_table[29] 	= 32'b00000000000000000000000000000100;
     lin_table[30] 	= 32'b00000000000000000000000000000010;
     lin_table[31] 	= 32'b00000000000000000000000000000001;
     Lookup = (mode == 2'b01)? atan_table[index] : ((mode == 2'b11)? atanh_table[index] : lin_table[index]);
   end
  endfunction
endmodule
module Quadrant_Corrector(
    input [31:0] x,
    input [31:0] y,
    input[31:0] angle,
    output reg [31:0] x_out,
    output reg [31:0] y_out,
    output reg [31:0] angle_out
);
always @(*)
begin
    case({x[31] , y[31]})
        2'b00,2'b01:
            begin		 
            x_out <= x;
            y_out <= y;
            angle_out <= 32'b00000000000000000000000000000000;
            end
        2'b10:				 
            begin
            x_out <= -y;
            y_out <= x;
            angle_out <= 32'b00100000000000000000000000000000;
            end
        2'b11:				 
            begin
            x_out <= y;			
            y_out <= -x;
            angle_out <= 32'b01000000000000000000000000000000;
            end
    endcase
end
endmodule
module Scaler(input [31:0] number , input [1:0] mode , output [31:0] answer);
reg [31:0] circular_answer , hyperbolic_answer;
always @(*)
begin
    hyperbolic_answer <= number + (((number>>>3) + (number>>>4))
     + ((number>>>6) + (number>>>8))) + (((number>>>12) + (number>>>13)) + ((number>>>14) + (number>>>15)));
    circular_answer <=  (number >>> 1) + ((((number >>>4) + (number>>>5))
     + ((number>>>7) + (number>>>8))) + (((number>>>10) + (number>>>11)) + ((number>>>12) + (number>>>13))));
end
assign answer = (mode == 2'b01)? circular_answer : ((mode == 2'b11) ? hyperbolic_answer : number);
endmodule
module TopModule(input clock,
    input signed [31:0] x,
    input signed [31:0] y,
    input signed [31:0] angle,
    input [1:0] mode,
    output wire signed [31:0] rotated_x,
    output wire signed [31:0] rotated_y,
    output wire signed [31:0] final_angle);
CORDIC_Vector #(17) cr  (.clock(clock),.x(x) ,.y(y) , .angle(angle) , .mode(mode) , .rotated_x(rotated_x) , .rotated_y(rotated_y) , .final_angle(final_angle));
endmodule
module X_Calculator(
    input[31:0] x,
    input[31:0] y,
    input [31:0] angle,
    input [1:0] mode,
    input [31:0] y_shift,
    input clock,
    output [31:0] x_out
);
reg [31:0] x_out_temp;
always @ (posedge clock)
begin
    case(mode)
    2'b01:
    begin
        x_out_temp <= y[31] ? x - y_shift : x + y_shift;
    end
    2'b11:
    begin
        x_out_temp <= y[31] ? x + y_shift : x - y_shift;
    end
    2'b00:
    begin
        x_out_temp <= x;
    end
    endcase 
end
assign x_out = x_out_temp;
endmodule
module Y_Calculator(
    input [31:0] y,
    input [31:0] x_shift,
    input clock,
    output wire [31:0] y_out
);
reg [31:0] y_out_temp;
always @ (posedge clock)
  begin
    y_out_temp <= y[31] ? y + x_shift : y - x_shift;
  end
assign y_out = y_out_temp;
endmodule
module Z_Calculator(
    input [31:0] angle,
    input [31:0] y,
    input [31:0] lookup_table_amount,
    input clock,
    output wire [31:0] angle_out
);
reg [31:0] angle_out_temp;
always @ (posedge clock)
begin
  angle_out_temp <= y[31] ? angle - lookup_table_amount : angle + lookup_table_amount;
end
assign angle_out = angle_out_temp;
endmodule
[run.sh]
#!/bin/bash
# OpenROAD 26Q1-2900-gdf79404cd8, Yosys 0.63+post, stock flow scripts
make -C /OpenROAD-flow-scripts/flow DESIGN_CONFIG=/design/flow/config.mk WORK_HOME=/design/flow/orfs finish
==> flow_summary.json <==
{
  "post_drt_via_cell_ratio": 5.33,
  "num_vias": 153000,
  "maxCapViolations": 0,
  "edf_count": 512,
  "drcViolationCount": 0,
  "cts_made_buffers": 190,
  "area_delta_synth_final_pct": 9.75,
  "asyncSetResetFlopFracSynth": 0,
  "clk_transition_reported_paths_ns": 0.06,
  "report.final.hold_viol_count": 0,
  "critical_path_arrival_ns": 10.59,
  "global_route_wire_length_before_repair_um": 844000,
  "num_rows": 277,
  "timing.critical_path.slowest_cell_delay_ns": 0.67,
  "post_layout_nonfiller_instances": 28700,
  "ys_ff": 1511,
  "largest_net_degree_at_the_start_of_global_routing": 111,
  "dp_slack_ns": 16.88,
  "yosys_warnings": 108,
  "grt_setup_unrepaired": "false",
  "postCtsSetupRepairBufs": 0,
  "globalRouteTotalUtil": 0.189,
  "min-delay-path-class": "reg -> reg",
  "outcome": "finished, final reports clean",
  "place_area_um2": 182000,
  "timing.critical_path.from": "mode[0]",
  "timing.critical_path.to_type": "primary output",
  "wl_um": 550000,
  "finalWorstPathRequiredPeriod_ns": 17.47,
  "final_weighted_congestion_in_routability_driven_placement": 0.978,
  "dieWidth_um": 759,
  "critPathKind": "in -> out",
  "route.detailed.wl_per_inst_um": 19.2,
  "final.period_utilization": 0.508,
  "worstPathMaxFanout": 53,
  "ys.flop_type": "sky130_fd_sc_hd__dfxtp_1",
  "netlist_instances": 21100,
  "drt.antenna.violating_nets": 0,
  "worstSetupEndpoint": "rotated_x[20]",
  "place.detailed.instances": 28300,
  "antenna_found_initial": 21,
  "cts_hold_buf": 0,
  "netlist-cell-type-count": 113,
  "timing.critical_path.slowest_stage_cell": "sky130_fd_sc_hd__clkdlybuf4s50_1",
  "r2r_cells": 20,
  "tool_warnings": 596,
  "critical_path.startpoint_type": "input pin",
  "final_cell_mix": "sky130_fd_sc_hd__ha_1 (2,217), sky130_fd_sc_hd__a21oi_1 (2,201), sky130_fd_sc_hd__nor2_1 (1,946)",
  "synth.yosys.chip_area_um2": 172000,
  "h-tree-depth": 4,
  "cts_tree": "built",
  "crit_path_cell_trace": "clkdlybuf4s50_1 -> ha_4 -> buf_4 -> buf_4 -> a31oi_1 -> o21ai_0 -> clkdlybuf4s50_1",
  "drive_above_1_share": 0.0418,
  "r2r_setup_slack_ns": 28.46,
  "core_box_area_um2": 570000,
  "floorplan.die.height_um": 759,
  "floorplan.die_area_um2": 576000,
  "dpl.hpwl_um": 440000,
  "worstMarginPinSlew_ns": 1.40,
  "insertion_delay_ns": 0.94,
  "timing_max_transition_violations_final": 0,
  "clock-skew-final_ns": 0.0587,
  "average_size_of_a_mapped_cell_um2": 8.13,
  "synth.cell_area_um2": 172000,
  "cts_max_path_buffers": 4,
  "setup_slack_ns": 16.93,
  "cp_data_required_time_ns": 27.52,
  "maxClockFrequency_mhz": 57.3,
  "yosys-stat-cells": 21100,
  "final_common_cell": "sky130_fd_sc_hd__ha_1",
  "finalHoldWorstSlack_ns": 0.327,
  "post_cts_resize_count": 0,
  "max-slew-margin-rel": 0.0618,
  "grt-ovfl-total": 0,
  "drt_iter0_drc": 10700,
  "synth.yosys.seq_area_share": 0.206,
  "tns_ns": 0,
  "finalSetupViolCount": 0,
  "utilization": 0.331,
  "r2r_path_end": "cr.iterations[14].yc.y_out_temp[31]",
  "portBuffers": 162,
  "reg2reg_from": "cr.iterations[13].xc.x_out_temp[16]",
  "first_global_vias": 145000,
  "floorplan.io_pins": 195,
  "floorplan.core_util": 0.302,
  "cts-root-buf": "sky130_fd_sc_hd__clkbuf_16",
  "first_pass_iters": 6,
  "clkSinkCount": 1511,
  "final_design_area_no_fill_um2": 189000
}
## how the worst min path moves through the flow
stage	startpoint	end	slack, ns	depth (start not counted)
final	cr.iterations[10].zc.angle_out_temp[0]	cr.iterations[11].zc.angle_out_temp[0]	0.33	0
after global routing	cr.iterations[10].zc.angle_out_temp[0]	cr.iterations[11].zc.angle_out_temp[0]	0.35	0
after CTS	cr.iterations[10].zc.angle_out_temp[0]	cr.iterations[11].zc.angle_out_temp[0]	0.33	0
## synthesized netlist by cell type (71+ instances only)
cell	n	area, um2
sky130_fd_sc_hd__a22o_1	145	1270
sky130_fd_sc_hd__o21bai_1	409	3070
sky130_fd_sc_hd__dfxtp_1	999	20000
sky130_fd_sc_hd__a221o_1	220	2200
sky130_fd_sc_hd__a21o_1	649	4870
sky130_fd_sc_hd__edfxtp_1	512	15400
sky130_fd_sc_hd__fa_1	518	10400
sky130_fd_sc_hd__and2_1	89	557
sky130_fd_sc_hd__a211oi_1	171	1280
sky130_fd_sc_hd__a221oi_1	197	1730
sky130_fd_sc_hd__nor2_1	1949	7320
sky130_fd_sc_hd__nand2_1	1279	4800
sky130_fd_sc_hd__nand3_1	294	1470
sky130_fd_sc_hd__nor2b_1	209	1310
sky130_fd_sc_hd__o21ai_0	1148	5750
sky130_fd_sc_hd__nor3_1	448	2240
sky130_fd_sc_hd__o21a_1	208	1560
sky130_fd_sc_hd__o221ai_1	190	1660
sky130_fd_sc_hd__o41ai_1	71	622
sky130_fd_sc_hd__o31ai_1	127	953
sky130_fd_sc_hd__and3_1	115	719
sky130_fd_sc_hd__mux2i_1	138	1380
sky130_fd_sc_hd__a21oi_1	2211	11100
sky130_fd_sc_hd__ha_1	2220	27800
sky130_fd_sc_hd__clkbuf_1	650	2440
sky130_fd_sc_hd__buf_1	80	300
sky130_fd_sc_hd__a31oi_1	212	1330
sky130_fd_sc_hd__o22ai_1	133	832
sky130_fd_sc_hd__nor4_1	114	713
sky130_fd_sc_hd__nand4_1	119	744
sky130_fd_sc_hd__o211ai_1	124	931
sky130_fd_sc_hd__inv_1	1785	6700
sky130_fd_sc_hd__or3_1	158	988
sky130_fd_sc_hd__nand2b_1	276	1730
sky130_fd_sc_hd__xnor2_1	1226	10700
sky130_fd_sc_hd__xor2_1	622	5450
## layout make-up
| type | instances | area [um2] |
|---|---|---|
| fillers | 58700 | 381000 |
| clock buffers | 245 | 5350 |
| clock inverters | 108 | 1120 |
| well taps | 7533 | 9430 |
| diodes | 7 | 17.5 |
| repair buffers | 410 | 3510 |
| inverters | 1808 | 6800 |
| flip-flops and latches | 1511 | 35400 |
| multi-input cells | 17100 | 127000 |
## per-layer routing
| metal | GRT usage | vias to the layer above | share of wire | routed length, um |
|---|---|---|---|---|
| li1 | - | 76200 | - | - |
| met1 | 0.253 | 71700 | 0.43 | 238000 |
| met2 | 0.308 | 4273 | 0.46 | 254000 |
| met3 | 0.0381 | 835 | 0.066 | 36100 |
| met4 | 0.0607 | 14 | 0.040 | 22100 |
| met5 | 0 | - | 0.00016 | 89 |
## registers in the layout, indices dropped and copies added, names as in the netlist
signal                           flops
cr.iterations.xc.x_out_temp        512
cr.iterations.yc.y_out_temp        512
cr.iterations.zc.angle_out_temp    487
## worst max-delay path, delay by kind of cell
family                     cells  cell delay [ns]
AOI/OAI and AO/OA              2             0.73
adders and majority gates      1             0.45
buffers and inverters          4             2.38
## cell families (layout without fill, tap and decap cells)
kind of cell	Yosys count	after routing	synth area share
other	0	7	0
adders and majority gates	2738	2738	0.222
xor gates and xnor gates	1848	1848	0.0941
DFF	1511	1511	0.206
muxes	177	177	0.0106
buffers and inverters	2566	2571	0.0562
AOI/OAI and AO/OA	6965	6965	0.267
and+or+nand+nor	5343	5343	0.145
